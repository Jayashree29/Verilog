===== ./config.mk =====
export PLATFORM = sky130hd
export DESIGN_NAME = CLOCK
export DESIGN_NICKNAME = CLOCK
export VERILOG_FILES = /design/flow/design.v
export SDC_FILE = /design/flow/constraint.sdc
export NUM_CORES = 4
export LEC_CHECK = 1
export CORE_UTILIZATION = 30

===== ./constraint.sdc =====
current_design CLOCK

set clk_period 2.8
set clk_io_pct 0.2

create_clock -name clk0 -period $clk_period [get_ports {clk}]

set non_clock_inputs [all_inputs -no_clocks]
set_input_delay [expr $clk_period * $clk_io_pct] -clock clk0 $non_clock_inputs
set_output_delay [expr $clk_period * $clk_io_pct] -clock clk0 [all_outputs]

===== ./design.v =====
`timescale 1ns / 1ps
module CLOCK(
    input reset,
	 input enable,
	 input clk,
	 input set_time,
	 input [5:0] load_time,
    output reg [6:0] sec_count,
    output reg [6:0] min_count,
    output reg [4:0] hour_count
    );
reg [32:0] clk_count;
assign clk_reached = (clk_count == 50000000);
assign sec_reached = (sec_count == 60);
assign min_reached = (min_count == 60);
assign hour_reached = (hour_count == 12);
always@(posedge clk)  
begin
if(reset)
 clk_count = 0;
else if(clk_reached)
 clk_count = 0;
else if(enable)
 clk_count = clk_count + 1;
else 
 clk_count = clk_count;
end 
always@(posedge clk)  
begin
if(reset)
 sec_count = 0;
else if(set_time)
 sec_count = load_time[1:0];
else if(sec_reached)
 sec_count = 0;
else if(clk_reached)
 sec_count = sec_count + 1;
else
 sec_count = sec_count;
end
always@(posedge clk)  
begin
if(reset)
 min_count = 0;
else if(set_time)
 min_count = load_time[3:2];
else if(min_reached)
 min_count = 0;
else if(sec_reached)
 min_count = min_count + 1;
else
 min_count = min_count;
end
always@(posedge clk)  
begin
if(reset)
 hour_count = 0;
else if(set_time)
 hour_count = load_time[5:4];
else if(hour_reached)
 hour_count = 0;
else if(min_reached)
 hour_count = hour_count + 1;
else 
 hour_count = hour_count;
end
endmodule

===== ./run.sh =====
#!/bin/bash
# OpenROAD 26Q1-2900-gdf79404cd8, Yosys 0.63+post, stock flow scripts
make -C /OpenROAD-flow-scripts/flow DESIGN_CONFIG=/design/flow/config.mk WORK_HOME=/design/flow/orfs finish

==> impl_metrics.tcl <==
# flow metrics
set metrics [dict create \
    power_density_nw_per_um2 442.4 \
    ys.flop_type "dfxtp_1" \
    area_leaders "dfxtp_1 (39%), xnor2_1 (8.9%), nor2_1 (7.6%)" \
    dieArea_um2 9281 \
    grt_max_degree 32 \
    p_total_mw 1.406 \
    yosys.cell_types.count 42 \
    worstSetupPathType "reg -> reg" \
    numCtsBuffers 5 \
    startpoint_type "flop" \
    dieHeight_um 96.34 \
    setup_violations 0 \
    period_used_pct 80.31 \
    dpl.hpwl_um 3654 \
    skew_ps 5.408 \
    drtIter0Drc 82 \
    syn_area_per_cell_um2 8.613 \
    wl_per_cell_um 11.60 \
    rsz0062_at_grt "false" \
    required_ps 2970 \
    pre_cts_ws_ps 375.1 \
    worstReg2RegStart "clk_count[0]" \
    worstMarginPinSlew_ps 648.0 \
    xor_share_pct 13.78 \
    dpl.cell_count 437 \
    regToRegSetupSlack_ps 550 \
    worstPathArrival_ps 2420 \
    grt_pass1_wl_um 8583 \
    critical-path-max-stage-delay_ps 540 \
    port_buffers 28 \
    whs_endpoint "sec_count[5]" \
    clk_latency_ps 310 \
    die_x_um 96.34 \
    final.setup.tns_ps 0 \
    edf_count 0 \
    drt-vias-per-instance 4.829 \
    ys_top_cells_by_count "nor2_1 (54), dfxtp_1 (52), xnor2_1 (27)" \
    initCoreUtil_pct 30.77 \
    simple_gate_share_pct 33.08 \
    hold_violations 0 \
    vias 2149 \
    syn-cell-area_um2 2670 \
    p_leak_nw 1.066 \
    antenna_found_initial 0 \
    grt_pass1_vias 1858 \
    final_cell_count_no_fill 445 \
    yosysTopAreaCellShare_pct 38.99 \
    crit_chain "inv_1, ha_1, nor4b_1, nand3_1, nor3_4, or2_2, nor2_1" \
    drc 0 \
    irDropWorstVdd_uv 271.3 \
    ys_top_logic_family "simple AND/OR/NAND/NOR gates" \
    ys_cells 310 \
    mux_area_share_pct 1.874 \
    cp_slowest_cell "or2_2" \
    ys_seq_share_pct 38.99 \
    cts_buffer_depth 2 \
    tritoncts "built" \
    synthToLayoutAreaGrowth_pct 19.03 \
    place.gp.congestion 0.7900 \
    diodes 0 \
    ant_nets 0 \
    drv_cap 0 \
    ys_ff 52 \
    fa_ha_area_share_pct 3.749 \
    num_rows 34 \
    yosysTopAreaCell "dfxtp_1" \
    grt_overflow 0 \
    final.fill_count 906 \
    hold_class "reg -> reg" \
    drive_gt1_share_pct 7.122 \
    outcome "finished clean" \
    drv_slew 0 \
    grt_util_all_layers_pct 11.85 \
    hold_buffers 0 \
    cts.sinks 52 \
    synthArstFlopShare_pct 0 \
    max_slew_margin_pct 56.40 \
    cts_root_buf "clkbuf_8" \
    whs_ps 513.7 \
    htreeDepth 2 \
    fin_crit_ps 2249 \
    first_pass_iters 4 \
    hold_start "sec_count[5]" \
    clkTransAtPathRegs_ps 100 \
    aoi_share_pct 4.311 \
    yosysWarnings 5 \
    holdPathStages 2 \
    coreArea_um2 8678 \
    ys_chip_area_um2 2670 \
    post_cts_buffers 0 \
    r2r_end "clk_count[31]" \
    cts_resized 0 \
    endpoint_kind "flop" \
    max_freq_mhz 444.7 \
    synth_cells 310 \
    worst_slack_ps 551.4 \
    drt-total-wl_um 5164 \
    r2r_cells 7 \
    openroad.warnings 29 \
    yosysMostFrequentCell "nor2_1" \
    io_pins 29 \
    crit_fanout 31 \
]
## flip-flops by register name, summed over array words and instances (netlist names)
| register | flops |
|---|---|
| hour_count | 5 |
| min_count | 7 |
| sec_count | 7 |
| clk_count | 33 |
## cell type report
type                       instances  area, um2  area share (%)
multi-input combinational        230       1516           47.72
sequential                        52       1041           32.76
timing repair buffer              30      295.3           9.291
tap                              108      135.1           4.252
clock buffer                       7      96.34           3.031
inverter                          17      63.81           2.008
clock inverter                     1      30.03          0.9449
## cell usage in the layout (no fill, tap or decap), types with 4 or more instances in the layout
master and count:
nor2_1 54, dfxtp_1 52, clkdlybuf4s50_1 28, xnor2_1 27, nand2_1 23, inv_1 17
xor2_1 15, nor4_1 14, nand3_1 12, nand4_1 11, ha_1 8, clkbuf_8 7
and4_1 6, and3_1 6, a21oi_1 6, nor3_1 6, mux2i_1 5, a211oi_1 4
## critical path, delay by kind of cell (launching register included)
kind	cells	cell delay, ps
and+or+nand+nor	5	1490
adders and majority gates	1	170
DFF	1	360
buffers and inverters	1	70
## worst max path at each step
stage,endpoint,from,slack [ps],cells past startpoint
CTS,clk_count[18],clk_count[0],530,7
global route,clk_count[18],clk_count[0],230,7
finish,clk_count[31],clk_count[0],550,7
## per-layer routing
metal | vias up | share of wire [%] | GRT usage, %
li1 | 1120 | - | -
met2 | 42 | 41 | 18.38
met4 | 0 | 0.95 | 0.9804
met1 | 979 | 54 | 18.32
met3 | 8 | 4.4 | 1.928
met5 | - | 0 | 0
## cell families after synthesis
logic type | Yosys count
and+or+nand+nor | 158
adders and majority gates | 8
AOI/OAI and AO/OA | 17
xor gates and xnor gates | 42
muxes | 5
DFF | 52
buffers and inverters | 28
## per-stage QoR
step,util (%),cell area (um2)
floorplan,-,2670
global placement,35.16,3052
detailed placement,35.16,3052
CTS,36.62,3178
global route,36.62,3178
finish,36.62,3178
## report_power, final
group / leakage (nW) / total [mW] / switching [mW] / internal, mW
clock: 0.0645 / 0.566 / 0.251 / 0.316
combinational: 0.582 / 0.0801 / 0.0377 / 0.0424
sequential: 0.420 / 0.759 / 0.0116 / 0.748
Power and IR drop assume default switching activity.
