==> flow/design.v <==
`timescale 1ns / 1ps
module Decade_counter(
    output reg [3:0] out,
	 input clk,
	 input enable,
	 input reset
    );
	 wire reached9;
	always@(posedge clk)
	begin
	 if(reset)
	  out <= 0;
	 else if(reached9)
		out <= 0;
	 else if(enable)
	   out <= out + 1;
	 else
	  out <= out;
	end
	assign reached9 = (out == 9);
  endmodule
==> flow/run.sh <==
#!/bin/bash
# OpenROAD 26Q1-2900-gdf79404cd8, Yosys 0.63+post, stock flow scripts
make -C /OpenROAD-flow-scripts/flow DESIGN_CONFIG=/design/flow/config.mk WORK_HOME=/design/flow/orfs finish
==> flow/config.mk <==
export PLATFORM = sky130hd
export DESIGN_NAME = Decade_counter
export DESIGN_NICKNAME = Decade_counter
export VERILOG_FILES = /design/flow/design.v
export SDC_FILE = /design/flow/constraint.sdc
export NUM_CORES = 4
export LEC_CHECK = 1
export CORE_AREA = 10 10 70 70
export DIE_AREA = 0 0 80 80
==> flow/constraint.sdc <==
current_design Decade_counter

set clk_period 1.1
set clk_io_pct 0.2

create_clock -name clk0 -period $clk_period [get_ports {clk}]

set non_clock_inputs [all_inputs -no_clocks]
set_input_delay [expr $clk_period * $clk_io_pct] -clock clk0 $non_clock_inputs
set_output_delay [expr $clk_period * $clk_io_pct] -clock clk0 [all_outputs]
==> tab_implementation.tex <==
% Table of physical implementation metrics
\begin{tabular}{lr}
\hline
Metric & Value \\
\hline
\multicolumn{2}{l}{\textbf{Synth}} \\
\quad Synth Cell Area & 194 µm² \\
\quad Primary flip-flop cell chosen by synthesis mapping & sky130\_fd\_sc\_hd\_\_dfxtp\_1 \\
\quad Sequential element share of the synthesized area & 0.413 \\
\quad Area figure in the yosys stat output & 194 µm² \\
\quad Main area contributors & sky130\_fd\_sc\_hd\_\_dfxtp\_1 (41\%), sky130\_fd\_sc\_hd\_\_ha\_1 (13\%), sky130\_fd\_sc\_hd\_\_xnor2\_1 (9.0\%) \\
\quad Commonest cells in the synthesized netlist & sky130\_fd\_sc\_hd\_\_dfxtp\_1 (4), sky130\_fd\_sc\_hd\_\_nor2\_1 (3), sky130\_fd\_sc\_hd\_\_ha\_1 (2), sky130\_fd\_sc\_hd\_\_inv\_1 (2), sky130\_fd\_sc\_hd\_\_xnor2\_1 (2) \\
\quad Top area contributor share & 0.413 \\
\quad Post-synthesis sequential element count & 4 \\
\quad Post-synthesis cell type count & 13 \\
\quad Most frequent cell after synthesis & sky130\_fd\_sc\_hd\_\_dfxtp\_1 \\
\quad Yosys cell count & 21 \\
\quad Average cell area after synthesis & 9.24 µm² \\
\quad Cells after Synth & 21 \\
\quad Fraction of synthesis flops using an asynchronous set or reset pin & 0 \\
\quad Number of synthesized flops with an enable pin & 0 \\
\quad Syn. warnings & 1 \\
\quad Library cell with the largest summed area after synthesis & sky130\_fd\_sc\_hd\_\_dfxtp\_1 \\
\multicolumn{2}{l}{\textbf{Layout}} \\
\quad Leading registers by flop count & out (4) \\
\quad Area growth from synthesis to layout & 121\% \\
\quad Number of flip-flops under the largest register name & 4 \\
\quad Number of fill cells in the layout & 392 \\
\quad Post-layout utilization of the core & 0.125 \\
\quad Most flop-heavy register & out \\
\quad Share of layout cells above drive strength 1 & 0.568 \\
\multicolumn{2}{l}{\textbf{STA}} \\
\quad Number of hold-slack violations in the final timing report & 0 \\
\quad Final setup skew & 7.55 ps \\
\quad Unrepaired setup endpoints after global routing & yes \\
\quad Number of max-slew violations in the final report & 0 \\
\quad Max-slew headroom & 0.906 \\
\quad Setup violation total in the final timing report & 0 \\
\quad Worst Tran Pin Value & 140 ps \\
\quad Timing-limited maximum frequency & 961 MHz \\
\quad Final critical path time including I/O delays and setup & 1040 ps \\
\quad Final worst-path cycle share & 0.946 \\
\multicolumn{2}{l}{\textbf{Outcome}} \\
\quad Outcome & completed \\
\multicolumn{2}{l}{\textbf{Pwr}} \\
\quad Switching power as a share of total power & 0.238 \\
\quad Maximum VDD drop & 136 µV \\
\quad Combinational share of power & 0.205 \\
\quad Clock share of power & 0.418 \\
\quad Net switching power & 0.000104 W \\
\quad Leak pwr & 0.163 nW \\
\quad Cell internal power dissipation & 0.000335 W \\
\quad Power Dens Cells & 1030 nW/µm² \\
\quad Sum of internal, switching and leakage power & 0.000439 W \\
\quad Sequential share of power & 0.377 \\
\multicolumn{2}{l}{\textbf{Clock tree}} \\
\quad Number of sinks on the clock net & 4 \\
\quad Clock latency on the worst-skew pair & 240 ps \\
\quad Count of H-tree levels built during CTS & 1 \\
\quad Number of buffers inserted during clock tree synthesis & 3 \\
\quad Clock Pin Slew Worst Setup and Hold Paths & 30 ps \\
\quad TritonCTS clock tree & done \\
\quad Root Buffer Master & sky130\_fd\_sc\_hd\_\_clkbuf\_4 \\
\quad Maximum number of buffers from clock root to sink & 2 \\
\quad Number of hold-repair buffers added at the cts stage & 0 \\
\multicolumn{2}{l}{\textbf{Critical path}} \\
\quad Required time of the critical path & 1250 ps \\
\quad Crit path DAT & 1190 ps \\
\quad Cell at the slowest stage of the critical path & sky130\_fd\_sc\_hd\_\_dfxtp\_2 \\
\quad Total buffers and inverters traversed by the critical path & 1 \\
\quad WS Path Type & flip-flop to flip-flop \\
\quad Largest incremental delay on the critical path & 340 ps \\
\quad Critical Path, Cell by Cell & inv\_2 -> ha\_4 -> a31o\_4 -> a211oi\_2 \\
\quad Worst Setup End Kind & flip-flop \\
\quad Cell family contributing the most delay on the critical path & AND-OR/OR-AND gates \\
\quad Largest fanout on the critical path & 3 \\
\quad Category of the worst setup path launch point & flip-flop \\
\multicolumn{2}{l}{\textbf{GRT}} \\
\quad Pin count of the biggest net entering global routing & 5 \\
\quad GRT Overall Usage & 0.0162 \\
\quad Initial antenna violation count & 0 \\
\quad First-pass GRT wire length & 841 µm \\
\quad Total overflow reported by the global router & 0 \\
\quad Number of global-route vias before repair & 206 \\
\multicolumn{2}{l}{\textbf{Place}} \\
\quad Port Buffers & 6 \\
\quad Final RePlAce weighted congestion & 0.771 \\
\quad Half-perimeter wire length of the detailed placement result & 392 µm \\
\multicolumn{2}{l}{\textbf{Floorplan}} \\
\quad Number of placement rows & 21 \\
\quad Full die area & 6400 µm² \\
\quad Height of the chip & 80 µm \\
\quad Standard cell core area & 3420 µm² \\
\quad Fp\_density & 0.0568 \\
\quad Die width & 80 µm \\
\quad \# IOs & 7 \\
\multicolumn{2}{l}{\textbf{Detailed routing}} \\
\quad Total Wirelength & 565 µm \\
\quad Antenna fix cells & 0 \\
\quad Antenna-violating nets left & 0 \\
\quad DRC violation count after routing & 0 \\
\quad Via count of the routed design & 208 \\
\quad Average vias per placed instance & 2.51 \\
\quad DRT iter0 DRCs & 2 \\
\quad Length of the first detailed-routing pass in iterations & 4 \\
\quad Average routed wire per standard cell & 6.81 µm \\
\multicolumn{2}{l}{\textbf{Run}} \\
\quad Number of max-capacitance violations reported & 0 \\
\quad Number of logged tool warnings & 27 \\
\multicolumn{2}{l}{\textbf{Hold path}} \\
\quad Hold Path Class & flip-flop to flip-flop \\
\hline
\end{tabular}
## logic make-up (layout without fill, tap and decap cells)
group / Yosys count / after routing / share of synthesized area
AND-OR/OR-AND: 3 / 3 / 0.129
XOR/XNOR: 2 / 2 / 0.0903
adder cells (fa/ha/maj): 2 / 2 / 0.129
buffers and inverters: 2 / 18 / 0.0387
flip-flops: 4 / 4 / 0.413
AND/OR/NAND/NOR: 8 / 8 / 0.200
## stage by stage
stage                     cell area, µm²  hold WS, ps  setup TNS (ps)  std cells  setup WS (ps)
after global routing                 428          611           -2.62         83          -2.62
after CTS                            410          607               0         84           12.2
final                                428          587               0         83           59.8
after floorplan                      194          282               0         21           21.2
after detailed placement             342          498            -409         77           -165
after global placement               342          488            -270         77           -134
## metal layers
layer / GRT usage / vias up / wire (µm)
met3: 0.0136 / 2 / 103
met1: 0.0180 / 90 / 243
met2: 0.0217 / 13 / 198
met5: 0 / - / 0
met4: 0.00704 / 0 / 20
li1: - / 103 / -
## final timing paths
check	end	start	depth (start not counted)	slack, ps
max	out[1]$_SDFFE_PP0P_	out[1]$_SDFFE_PP0P_	4	60
min	out[1]$_SDFFE_PP0P_	out[0]$_SDFFE_PP0P_	2	590
max reg2reg	out[1]$_SDFFE_PP0P_	out[1]$_SDFFE_PP0P_	4	60
min reg2reg	out[1]$_SDFFE_PP0P_	out[0]$_SDFFE_PP0P_	2	590
## cells in the final DEF (no fill, tap or decap)
cell | netlist | layout
sky130_fd_sc_hd__clkbuf_4 | 0 | 3
sky130_fd_sc_hd__buf_4 | 0 | 5
sky130_fd_sc_hd__buf_6 | 0 | 2
sky130_fd_sc_hd__or2_1 | 0 | 1
sky130_fd_sc_hd__dfxtp_2 | 0 | 4
sky130_fd_sc_hd__nor2_1 | 3 | 3
sky130_fd_sc_hd__a31o_4 | 0 | 1
sky130_fd_sc_hd__ha_4 | 0 | 1
sky130_fd_sc_hd__ha_2 | 0 | 1
sky130_fd_sc_hd__nand4_1 | 1 | 1
sky130_fd_sc_hd__inv_2 | 0 | 1
sky130_fd_sc_hd__clkdlybuf4s50_1 | 0 | 2
sky130_fd_sc_hd__inv_1 | 2 | 1
sky130_fd_sc_hd__nand3_2 | 0 | 1
sky130_fd_sc_hd__nand2_1 | 1 | 1
sky130_fd_sc_hd__a211oi_2 | 0 | 1
sky130_fd_sc_hd__dlygate4sd2_1 | 0 | 4
sky130_fd_sc_hd__xnor2_1 | 2 | 2
sky130_fd_sc_hd__nand2b_1 | 1 | 1
sky130_fd_sc_hd__a21oi_2 | 1 | 1
## power groups by stage
stage	logic (W)	clock network [W]	registers, W
final	0.0000899	0.000184	0.000165
after global routing	0.000100	0.000194	0.000168
after CTS	0.0000911	0.000189	0.000160
## final cells by class
class | count | area, µm² | area share
multi-input combinational | 15 | 140 | 0.327
timing repair buffer | 13 | 115 | 0.269
sequential | 4 | 85.1 | 0.199
tap | 46 | 57.6 | 0.135
clock buffer | 3 | 22.5 | 0.0526
inverter | 2 | 7.51 | 0.0175
## tightest hold or removal path: stages (launching register included)
cell	delay, ps
sky130_fd_sc_hd__dfxtp_2	360
sky130_fd_sc_hd__ha_4	140
sky130_fd_sc_hd__a211oi_2	50
## what timing repair did
| action | in CTS | in global routing |
|---|---|---|
| resized | 11 | 7 |
| pin swaps | 2 | 8 |
| buffers inserted | 4 | 1 |
| setup endpoints to repair | 5 | 3 |
No activity file was given, so power comes from the tool's default toggle rates.
