<file path="design/flow/run.sh">
#!/bin/bash
# OpenROAD 26Q1-2900-gdf79404cd8, Yosys 0.63+post, stock flow scripts
make -C /OpenROAD-flow-scripts/flow DESIGN_CONFIG=/design/flow/config.mk WORK_HOME=/design/flow/orfs finish
</file>
<file path="design/flow/config.mk">
export PLATFORM = sky130hd
export DESIGN_NAME = Basic_counter_final
export DESIGN_NICKNAME = Basic_counter_final
export VERILOG_FILES = /design/flow/design.v
export SDC_FILE = /design/flow/constraint.sdc
export NUM_CORES = 4
export LEC_CHECK = 1
export CORE_UTILIZATION = 30
</file>
<file path="design/flow/constraint.sdc">
current_design Basic_counter_final

set clk_period 6.7
set clk_io_pct 0.2

create_clock -name clk0 -period $clk_period [get_ports {clk}]

set non_clock_inputs [all_inputs -no_clocks]
set_input_delay [expr $clk_period * $clk_io_pct] -clock clk0 $non_clock_inputs
set_output_delay [expr $clk_period * $clk_io_pct] -clock clk0 [all_outputs]
</file>
<file path="design/flow/design.v">
`timescale 1ns / 1ps
module Basic_counter_final(
    input reset,
    input clk,
    output reg [7:0] cout
    );
   reg [32:0] temp;
	assign reached = (temp == 50000000);
	always@(posedge clk)  
	begin
	if(reset)
	 temp <= 0;
	else if(reached)
	 temp <= 0;
	else 
	 temp <= temp + 1;
	end
	always@(posedge clk)  
	begin
	if(reset)
	 cout <= 0;
	else if(reached)
	 cout <= cout + 1;
	else
	 cout <= cout;
	end
endmodule
</file>
==> qor.yml <==
worstSetupEndpointType: "register"
dr_total_vias: 1672
grt_pass1_wl_mm: 6.78
wirelength_mm: 3.89
ir_drop_mv: 0.115
startpoint_type: "input pin"
use_met1: 0.184
overflow: 0
area_delta_synth_final_pct: 11.5
pin_count: 10
clock_skew_ns: 0.00713
reg2reg_slack_ns: 4.18
cts_buffer_depth: 2
clock-root-buffer: "clkbuf_8"
p_comb_frac: 0.023
synthAoiAreaFrac: 0.147
required_ns: 6.88
hold_viol: 0
simple_gate_share: 0.307
drc: 0
synthDistinctLibCells: 36
maxSlewViolCount: 0
grt_pass1_vias: 1423
criticalPathCategory: "in2reg"
ys_seq_frac: 0.400
seqPwrFrac: 0.534
synth-xor-area-share: 0.0470
drt_pass1_iterations: 7
top_logic_kind: "simple AND/OR/NAND/NOR gates"
drive_gt1_frac: 0.0902
dieArea_mm2: 0.00717
cts_buffers: 5
max_freq_mhz: 362
drtIter0Drc: 106
synth_flops: 41
htree_levels: 2
fin_crit_ns: 2.76
fp-utilization: 0.317
log.warning_count: 26
yosys_warnings: 2
place_hpwl_mm: 2.58
rsz0062_at_grt: "no"
synth_cells: 238
switching_share: 0.199
status: "finished, final reports clean"
fa_ha_area_frac: 0.0183
antenna_cells: 0
worstMarginPinSlew_ns: 0.617
clk_latency_ns: 0.29
stdcell_count: 321
ys_cells: 238
maxCapViolCount: 0
clkTransAtPathRegs_ns: 0.08
grt.met2_usage: 0.173
via_per_inst: 5.21
portBuffers: 9
yosys_area_mm2: 0.00205
power.density_mw_per_mm2: 202
arrival_ns: 2.95
path_max_fanout: 18
clkSinkCount: 41
p_leak_uw: 0.000668
antenna_found_initial: 0
ys_sh_mux: 0.0220
p_clk_frac: 0.444
fin_crit_sh: 0.413
p_int_uw: 370
dieWidth_um: 84.7
p_switching_uw: 92.0
hold_buffers: 0
cts_resized: 0
dp_cells: 313
met3_usage: 0.0139
cts_setup_buffers: 0
ant_nets: 0
fin_tns_setup_ns: 0
relSlewSlack: 0.589
syn_area_mm2: 0.00205
die_y_um: 84.7
grt_max_degree: 22
hold_class: "reg2reg"
rows: 29
cts_tree: "yes"
grt.total_usage: 0.115
syn_avg_cell_area_um2: 8.61
setup-violations-final: 0
top_usage_layer: "met1"
globalplace.congestion: 0.765
core_mm2: 0.00646
wire_per_inst_um: 12.1
synth_stat cells, drive strengths merged:
| library cell | number | area [um^2] |
|---|---|---|
| inv | 12 | 45.0 |
| nor3 | 4 | 20.0 |
| clkbuf | 5 | 18.8 |
| nor2b | 3 | 18.8 |
| o31ai | 14 | 105 |
| o21ai | 11 | 58.8 |
| nand3 | 18 | 95.1 |
| nand4bb | 2 | 22.5 |
| nand4 | 6 | 52.6 |
| mux2 | 4 | 45.0 |
| a21oi | 23 | 115 |
| dfxtp | 41 | 821 |
| nand2 | 10 | 37.5 |
| o32a | 1 | 10.0 |
| or3 | 10 | 65.1 |
| nor4b | 2 | 17.5 |
| xor2 | 2 | 17.5 |
| or2 | 1 | 6.26 |
| buf | 7 | 56.3 |
| o311a | 1 | 11.3 |
| ha | 3 | 37.5 |
| xnor2 | 9 | 78.8 |
| nor2 | 20 | 75.1 |
| nand4b | 1 | 8.76 |
| and3 | 3 | 18.8 |
| nor4 | 6 | 37.5 |
| and4 | 2 | 18.8 |
| or4 | 17 | 135 |
stage by stage:
stage	setup WS [ns]	hold WS (ns)	total power, uW	area (um^2)	utilization
floorplan	4.69	0.441	260	2050	-
global placement	3.64	0.480	263	2170	0.336
detailed placement	3.59	0.466	263	2170	0.336
CTS	3.92	0.485	469	2280	0.354
global route	3.76	0.527	480	2280	0.354
finish	3.94	0.479	462	2280	0.354
metal layers:
metal  wire, um  share of wire  vias to the layer above
li1           -              -                      892
met2       1650           0.42                       16
met5          0              0                        -
met1       2090           0.54                      759
met4         66          0.017                        0
met3         83          0.021                        5
logic make-up (layout without fill, tap and decap cells):
family | after synthesis | after routing
adders and majority gates | 3 | 3
buffers and inverters | 24 | 30
muxes | 4 | 4
and+or+nand+nor | 105 | 105
DFF | 41 | 41
AOI/OAI and AO/OA | 50 | 50
xor gates and xnor gates | 11 | 11
cells in the final DEF, fill, tap and decap left out, types with 2 or more instances in the layout:
master and instances:
ha_1 3, clkbuf_8 6, o21ai_0 10, nand4bb_1 2, o31ai_1 14, dfxtp_1 41
or4_1 15, nor2_1 20, or3_1 8, nand2_1 10, and3_1 3, mux2_2 4
xor2_1 2, xnor2_1 9, or4_4 2, nor4b_1 2, nand4_1 5, nor2b_1 3
clkdlybuf4s50_1 9, a21oi_1 23, nand3_1 17, or3_2 2, nor4_1 6, inv_1 12
nor3_1 4
final timing paths:
path                    endpoint  cells after the start               start
max          temp[11]$_SDFF_PP0_                      5               reset
min           temp[0]$_SDFF_PP0_                      1  temp[0]$_SDFF_PP0_
max reg2reg  temp[11]$_SDFF_PP0_                      7  temp[0]$_SDFF_PP0_
min reg2reg   temp[0]$_SDFF_PP0_                      1  temp[0]$_SDFF_PP0_
power groups by stage:
stage | sequential, uW | clock [uW] | combinational, uW
final | 247 | 205 | 10.4
after CTS | 247 | 212 | 10.7
after global routing | 247 | 221 | 12.1
cell type report:
| type | count | area (um^2) |
|---|---|---|
| well taps | 77 | 96.3 |
| multi-input cells | 173 | 1110 |
| repair buffers | 10 | 97.6 |
| fillers | 663 | 4170 |
| inverters | 12 | 45.0 |
| clock buffers | 7 | 86.3 |
| flip-flops and latches | 41 | 821 |
| clock inverters | 1 | 30.0 |
critical path, cell delays in order:
cell and delay, ns:
clkdlybuf4s50_1 0.78, inv_1 0.14, o21ai_2 0.27, buf_4 0.34, nor2_1 0.07
state kept, by name (all words and copies together), names as in the netlist:
register	cells
cout	8
temp	33
Power and IR drop assume default switching activity.
